[./config.mk]
export PLATFORM = sky130hd
export DESIGN_NAME = comparator
export DESIGN_NICKNAME = comparator
export VERILOG_FILES = /design/flow/design.v
export SDC_FILE = /design/flow/constraint.sdc
export NUM_CORES = 4
export LEC_CHECK = 1
export CORE_AREA = 10 10 70 70
export DIE_AREA = 0 0 80 80
[./constraint.sdc]
current_design comparator

set clk_period 2.2
set clk_io_pct 0.2

create_clock -name clk0 -period $clk_period

set non_clock_inputs [all_inputs -no_clocks]
set_input_delay [expr $clk_period * $clk_io_pct] -clock clk0 $non_clock_inputs
set_output_delay [expr $clk_period * $clk_io_pct] -clock clk0 [all_outputs]
[./design.v]
module comparator #(parameter CODE_LEN = 4)
                   (input wire [CODE_LEN*4 - 1 : 0] entered_code,
                    input wire [CODE_LEN*4 - 1 : 0] stored_code,
                    output reg match
                   );
 always @(*) begin
  if (entered_code == stored_code)
    match = 1'b1;
  else 
    match = 1'b0;
 end
endmodule
[./run.sh]
#!/bin/bash
# OpenROAD 26Q1-2900-gdf79404cd8, Yosys 0.63+post, stock flow scripts
make -C /OpenROAD-flow-scripts/flow DESIGN_CONFIG=/design/flow/config.mk WORK_HOME=/design/flow/orfs finish
==> summary.txt <==
fresh numbers from the pnr run: cell area after synthesis=178 um2, fin crit share=93.8%, hold_buf cts=0, Post-Synth XOR/XNOR Area=78.9%, Final GP Congestion=0.873, Synth top cells by count=xnor2_1, nand4_1, nor4_2, fmax=about 0.48 GHz, I/O Buffers=33, MaxCap Viol Count=0, mux share=0%, placed cell area=566 um2, hold slack=1.63 ns, YS chip area=178 um2, Iter 0 DRT Violations=2, share of layout cells above drive strength 1=3.70%, synthesis-to-finish area growth=215%, Seq cells=0, die area=6400 um2, Adder Area Share=0%, CP endpoint kind=output port, Syn Area/Cell=8.46 um2, total power=0.0926 mW, Routed WL=880 um, outcome=complete, no violations, Core ar.=~3400 um2, Compound-Gate Fraction of Synth Area=0%, worst min-delay path category=in -> out, post-route cell area=561 um2, Leakage=between 0.15 and 0.2 nW, DRT Pass-1 Iters=2, fp util=5.20%, RSZ-0062 raised after global routing=no, cell type with the largest total area=xnor2_1, synth unique cells=3, top-count cell post-synth=xnor2_1, clock buffer count=0, Largest cells by area=xnor2_1, nand4_1, nor4_2, Final Setup Violations=0, WL/cell=about 8.8 um, hold path endpoint=match, fin. max-slew vios=0, Tmin final=2.06 ns, first-pass GRT wire length=1.41 mm, Setup TNS=0 ns, area share, top type=roughly four fifths, antenna cell count=0, number of synthesis warnings=1, I/O Pins=33, Hold Crit Depth=5, die width=80 um, Setup crit start kind=primary input, peak supply drop=0.0476 mV, Routed Antenna Nets=0, post-CTS setup buffers=0, crit path DAT=between 1.5 and 2 ns, Crit path required time=1.76 ns, Slew headroom=87.4%, vias in the first global route=324, largest net degree at the start of global routing=2, GRT Total Usage=2.66%, AND/OR/NAND/NOR Cells, Area Fraction=21.1%, height of the die=80 um, GRT met3 Usage=2.61%, Row Count=21, PD cells=roughly 170 nW/um2, Fin. Hold Viols=0, DRC Markers=0, CP max FO=1, Post-synth seq share=0%, count of tool warnings=32, ys cells=21, Vias/cell=2.77, register area=0 um2, Synth Instances=21, GR peak layer=met1, Least-Margin Pin Slew=~0.19 ns, met2 usage=2.57%, total grt overflow=0, antenna violations before repair=0, Largest logic family=XOR/XNOR gates, hold_sp=entered_code[7], met1 track demand over resource=between 3 and 4%, Setup CP Type=in -> out, DR vias=277
## worst max-delay path by stage
stage	end	slack [ns]	from	cells past startpoint
CTS	match	0.04	stored_code[0]	5
global route	match	0.05	entered_code[10]	5
finish	match	0.14	entered_code[10]	5
## cell families after synthesis
| family | count (synthesis) |
|---|---|
| xor+xnor | 16 |
| simple gates | 5 |
## critical path: stages
cell,delay (ns)
clkdlybuf4s50_1,0.47
xnor2_1,0.12
nand4_1,0.17
nor4_2,0.29
clkbuf_2,0.14
## cell usage in the layout (no fill, tap or decap)
cell type        synthesis  layout
clkbuf_2                 0       1
nand4_1                  4       4
xnor2_1                 16      16
nor4_2                   1       1
clkdlybuf4s50_1          0      32
## layer usage
metal  up-vias  wire (um)
met5         -          0
met4         0          0
met3         0        255
met2        33        183
met1       105        441
li1        139          -
## power by group
group / leakage (nW) / switching (mW) / internal, mW
combinational: 0.165 / 0.0229 / 0.0698
clock: 0 / 0 / 0
sequential: 0 / 0 / 0
total: 0.165 / 0.0229 / 0.0698
## area by class of cell
cell class	instances	area, um2
Multi-Input combinational cell	21	178
Fill cell	388	2860
Timing Repair Buffer	33	325
Tap cell	46	57.6
## stage by stage
step           std cells  utilization (%)  setup WS (ns)
2_1_floorplan         21                -          0.866
3_3_place_gp         100             16.6         -0.249
3_5_place_dp         100             16.6         -0.258
4_1_cts              100             16.5         0.0432
5_1_grt              100             16.4         0.0517
6_report             100             16.4          0.136
## timing repair
item,4_1_cts,5_1_grt
resized,1,2
pin swaps,3,5
setup endpoints to repair,1,1
hold endpoints to repair,0,0
Power and IR drop assume default switching activity.
